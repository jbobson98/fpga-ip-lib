<file path="./run.sh">
#!/bin/bash
# OpenROAD 26Q1-2900-gdf79404cd8, Yosys 0.63+post, stock flow scripts
make -C /OpenROAD-flow-scripts/flow DESIGN_CONFIG=/design/flow/config.mk WORK_HOME=/design/flow/orfs finish
</file>
<file path="./config.mk">
export PLATFORM = sky130hd
export DESIGN_NAME = vga_core
export DESIGN_NICKNAME = vga_core
export VERILOG_FILES = /design/flow/design.v
export SDC_FILE = /design/flow/constraint.sdc
export NUM_CORES = 4
export LEC_CHECK = 1
export CORE_AREA = 10 10 97 97
export DIE_AREA = 0 0 107 107
</file>
<file path="./constraint.sdc">
current_design vga_core

set clk_period 1.8
set clk_io_pct 0.2

create_clock -name clk0 -period $clk_period [get_ports {clk}]

set non_clock_inputs [all_inputs -no_clocks]
set_input_delay [expr $clk_period * $clk_io_pct] -clock clk0 $non_clock_inputs
set_output_delay [expr $clk_period * $clk_io_pct] -clock clk0 [all_outputs]
</file>
<file path="./design.v">
module flex_counter #(
    parameter MAX_COUNT = 255,
    parameter WIDTH = 8 
)(
    input wire clk,
    input wire rst,
    input wire cen,     
    output reg maxcnt,  
    output reg [WIDTH-1 : 0] count
);
always @(posedge clk or posedge rst) begin
    if(rst) begin
        count <= 0;
        maxcnt <= 1'b0;
    end else begin
        if(cen) begin
            if(count < MAX_COUNT) begin
                count <= count + 1;
                maxcnt <= 1'b0;
            end else begin
                count <= 0;
                maxcnt <= 1'b1;
            end
        end
    end
end
endmodule
module vga_core (
    input wire clk,
    input wire rst,
    input wire [11:0] color_in,      
    output wire hsync,
    output wire vsync,
    output wire [11:0] color_o,      
    output wire [15:0] x_coord,      
    output wire [15:0] y_coord       
);
localparam integer HORZ_PIXELS = 1280;
localparam integer HORZ_FRONT_PORCH = 110;
localparam integer HORZ_BACK_PORCH = 220;
localparam integer HORZ_SYNC = 40;
localparam integer TOTAL_WIDTH = HORZ_PIXELS + HORZ_FRONT_PORCH + HORZ_BACK_PORCH + HORZ_SYNC;
localparam integer WIDTH_BITS = $clog2(TOTAL_WIDTH + 1);
localparam integer VERT_PIXELS = 720;
localparam integer VERT_FRONT_PORCH = 5;
localparam integer VERT_BACK_PORCH = 20;
localparam integer VERT_SYNC = 5;
localparam integer TOTAL_HEIGHT = VERT_PIXELS + VERT_FRONT_PORCH + VERT_BACK_PORCH + VERT_SYNC;
localparam integer HEIGHT_BITS = $clog2(TOTAL_HEIGHT + 1);
wire [WIDTH_BITS-1 : 0] x_loc;
wire [HEIGHT_BITS-1 : 0] y_loc;
wire video_active;
vga_sync_generator #(
    .HORZ_PIXELS(HORZ_PIXELS),
    .HORZ_FRONT_PORCH(HORZ_FRONT_PORCH),
    .HORZ_BACK_PORCH(HORZ_BACK_PORCH),
    .HORZ_SYNC(HORZ_SYNC),
    .VERT_PIXELS(VERT_PIXELS),
    .VERT_FRONT_PORCH(VERT_FRONT_PORCH),
    .VERT_BACK_PORCH(VERT_BACK_PORCH),
    .VERT_SYNC(VERT_SYNC)
) sync_gen (
    .clk(clk), 
    .rst(rst), 
    .hsync(hsync), 
    .vsync(vsync),
    .video_active(video_active),
    .x_loc(x_loc),
    .y_loc(y_loc)
);
assign color_o = (video_active) ? color_in : 12'b000000000000;
assign x_coord = x_loc;
assign y_coord = y_loc;
endmodule
module vga_sync_generator #(
    parameter HORZ_PIXELS = 640,
    parameter HORZ_FRONT_PORCH = 16,
    parameter HORZ_BACK_PORCH = 48,
    parameter HORZ_SYNC = 96,
    parameter VERT_PIXELS = 480,
    parameter VERT_FRONT_PORCH = 10,
    parameter VERT_BACK_PORCH = 33,
    parameter VERT_SYNC = 2,
    parameter TOTAL_WIDTH = HORZ_PIXELS + HORZ_FRONT_PORCH + HORZ_BACK_PORCH + HORZ_SYNC,
    parameter WIDTH_BITS = $clog2(TOTAL_WIDTH + 1),
    parameter TOTAL_HEIGHT = VERT_PIXELS + VERT_FRONT_PORCH + VERT_BACK_PORCH + VERT_SYNC,
    parameter HEIGHT_BITS = $clog2(TOTAL_HEIGHT + 1)
)(
    input wire clk,
    input wire rst,
    output reg hsync,   
    output reg vsync,   
    output reg video_active,
    output wire [WIDTH_BITS-1 : 0] x_loc,  
    output wire [HEIGHT_BITS-1 : 0] y_loc   
);
localparam integer HORZ_SYNC_START = HORZ_PIXELS + HORZ_BACK_PORCH - 1;
localparam integer HORZ_SYNC_END = HORZ_PIXELS + HORZ_BACK_PORCH + HORZ_SYNC - 1;
localparam integer VERT_SYNC_START = VERT_PIXELS + VERT_FRONT_PORCH - 1;
localparam integer VERT_SYNC_END = VERT_PIXELS + VERT_FRONT_PORCH + VERT_SYNC - 1;
wire x_loc_max;
flex_counter #(.MAX_COUNT(TOTAL_WIDTH-1), .WIDTH(WIDTH_BITS)) horizontal_counter 
    (.clk(clk), .rst(rst), .cen(1'b1), .maxcnt(x_loc_max), .count(x_loc));
wire y_loc_max;
flex_counter #(.MAX_COUNT(TOTAL_HEIGHT-1), .WIDTH(HEIGHT_BITS)) vertical_counter 
    (.clk(clk), .rst(rst), .cen(x_loc_max), .maxcnt(y_loc_max), .count(y_loc));
always @(posedge clk or posedge rst) begin
    if(rst) begin
        hsync <= 1'b1;
        vsync <= 1'b1;
        video_active <= 1'b0;
    end else begin
        if((x_loc >= 0) && (x_loc < HORZ_PIXELS) && (y_loc >= 0) && (y_loc < VERT_PIXELS)) begin
            video_active <= 1'b1;
        end else begin
            video_active <= 1'b0;
        end
        if((x_loc >= HORZ_SYNC_START) && (x_loc <= HORZ_SYNC_END)) begin
            hsync <= 1'b0;
        end else begin
            hsync <= 1'b1;
        end
        if((y_loc >= VERT_SYNC_START) && (y_loc <= VERT_SYNC_END)) begin
            vsync <= 1'b0;
        end else begin
            vsync <= 1'b1;
        end
    end
end
endmodule
</file>
==> flow_metrics.tcl <==
# place-and-route summary
set metrics [dict create \
    yosys.area.top_type_share_pct 40.4 \
    yosysUniqueCellTypes 34 \
    timing.final.crit_period_ns 1.76 \
    postSynthAreaPerCell_sq_um 9.07 \
    wl_per_cell_um 11.7 \
    setup-tns-final_ns 0 \
    power.static_leakage_nw 0.878 \
    hold_wc_path_type "input port to async pin" \
    floorplanUtilization_pct 19.5 \
    routed_via_density 3.90 \
    drt_first_iter_violations 79 \
    dp_hpwl_um 2820 \
    finalClockSkew_ns 0.00517 \
    status "finished clean" \
    fmaxAchievable_ghz 0.569 \
    via_total_after_detailed_routing 1189 \
    die_area_sq_um 11400 \
    setup_repair_after_global_routing_missed_its_margin "false" \
    synthCells 157 \
    ys_cells 157 \
    crit_path_end_kind "output pin" \
    num_clock_sinks 25 \
    cts_root_buffer "clkbuf_8" \
    core_area_sq_um 7290 \
    io_pins 60 \
    global_route_wire_length_before_repair_um 5850 \
    clkTransAtPathRegs_ns 0.09 \
    crit_path_max_fanout 1 \
    vdd.ir_drop.worst_v 0.000204 \
    final_slew_viol_count 0 \
    grt_pass1_vias 1212 \
    grt-ovfl-total 0 \
    post_synth_main_area_contributors "dfrtp_1 (40%), xnor2_1 (8.0%), nor2_1 (7.6%)" \
    cp_data_required_time_ns 1.44 \
    cts-root-to-sink-buffers 2 \
    synth_to_layout_area_growth_pct 42.6 \
    final_layout_size_suffix_gt1_share_pct 6.31 \
    postPlaceCellArea_sq_um 1970 \
    holdBufCountCts 0 \
    worstSetupPathType "input port to output pin" \
    grt_use_total_pct 5.98 \
    drt_pre_antenna_iters 4 \
    clk_latency_ns 0.26 \
    tritoncts "built" \
    chipWidth_um 107 \
    route.antenna.remaining_nets 0 \
    row_count 31 \
    synth.largest_area_cell "dfrtp_1" \
    crit_arrival_ns 1.40 \
    setup_viol 0 \
    die_h_um 107 \
    yosys_stat_area_sq_um 1420 \
    grt_max_degree 26 \
    cts_buffers 3 \
    worstSetupStartpointType "input port" \
    count_of_antenna_diodes_in_the_layout 0 \
    number_of_warning_messages_in_the_logs 27 \
    wl_um 3570 \
    place.gp.congestion 0.816 \
    drc_errors 0 \
    power_density_nw_per_um2 472 \
    antenna_violations_before_repair 0 \
    yosysWarnings 3 \
    ys_seq_share_pct 44.1 \
    max_cap_viol_count 0 \
    post_route_standard_cell_area_excluding_fillers_sq_um 2030 \
    io_buffer_count 48 \
    synth-seq-cells 25 \
    cts-htree-levels 1 \
    hold_viol 0 \
    post_layout_period_usage_pct 97.6 \
    synthesis.area_sq_um 1420 \
]
## metrics by stage
| stage | hold WS [ns] | total power [mW] | utilization (%) | std cells | worst slack, ns |
|---|---|---|---|---|---|
| finish | 0.445 | 0.958 | 27.8 | 305 | 0.0434 |
| global route | 0.493 | 1.01 | 27.8 | 305 | 0.00480 |
| CTS | 0.453 | 0.977 | 27.7 | 305 | 0.0259 |
| detailed placement | 0.527 | 0.650 | 27.1 | 301 | 0.0407 |
| global placement | 0.506 | 0.649 | 27.1 | 301 | 0.0385 |
| floorplan | 0.386 | 0.604 | - | 167 | 0.379 |
## cells by family (layout without fill, tap and decap cells)
| kind of cell | after synthesis | in the layout | synth area share, % |
|---|---|---|---|
| AND/OR/NAND/NOR | 73 | 73 | 25.6 |
| XOR/XNOR | 15 | 15 | 9.23 |
| AND-OR/OR-AND | 14 | 14 | 6.42 |
| adder cells (fa/ha/maj) | 4 | 4 | 3.52 |
| buffers and inverters | 24 | 63 | 10.2 |
| flip-flops | 25 | 25 | 44.1 |
| multiplexers | 1 | 1 | 0.703 |
| other | 1 | 11 | 0.263 |
## sequential cells by signal, indices dropped and copies added (netlist names)
register	flops
sync_gen.horizontal_counter.count	11
sync_gen.horizontal_counter.maxcnt	1
sync_gen.hsync	1
sync_gen.vertical_counter.count	10
sync_gen.video_active	1
sync_gen.vsync	1
## synth_stat cells
cell,count
nand3_1,6
o21ai_0,4
nor4_2,1
nand3b_1,1
buf_6,1
dfstp_2,2
a211oi_1,1
buf_2,2
ha_1,4
inv_1,8
xor2_1,2
o211ai_1,1
nor4b_1,1
o21ai_1,1
a31oi_1,1
nor2_1,29
clkbuf_1,1
conb_1,1
a21o_1,1
nor4_1,2
nor2b_2,1
nand2_1,7
nor3_1,6
dfrtp_1,23
and3_1,1
xnor2_1,13
buf_4,12
a41oi_1,1
and2_1,13
a211o_1,1
a21oi_1,2
o211a_1,1
nand4_1,5
mux2i_1,1
## power breakdown
group | leakage [nW] | internal, mW | switching [mW]
Sequential | 0.327 | 0.561 | 0
Clock | 0.0255 | 0.154 | 0.168
Combinational | 0.526 | 0.0541 | 0.0202
Total | 0.878 | 0.770 | 0.189
## what timing repair did
| item | in CTS | in global routing |
|---|---|---|
| gates resized | 0 | 5 |
| buffers inserted | 0 | 0 |
| endpoints found under the hold margin | 0 | 0 |
| setup endpoints to repair | 0 | 12 |
## layout by cell type (no fill, tap or decap), types with 2 or more instances in the layout
| cell type | count |
|---|---|
| o21ai_0 | 4 |
| dfstp_2 | 2 |
| a21oi_1 | 2 |
| nor3_1 | 6 |
| xnor2_1 | 13 |
| nand2_1 | 7 |
| clkbuf_8 | 3 |
| nor2_1 | 29 |
| nand3_1 | 6 |
| nand4_1 | 5 |
| conb_1 | 11 |
| dfrtp_1 | 22 |
| inv_1 | 8 |
| xor2_1 | 2 |
| and2_1 | 12 |
| buf_4 | 3 |
| clkdlybuf4s50_1 | 45 |
| nor4_1 | 2 |
| ha_1 | 4 |
| dlymetal6s2s_1 | 3 |
## worst max-delay path: stages
cell             delay [ns]
clkdlybuf4s50_1        0.45
and2_1                 0.12
clkdlybuf4s50_1        0.46
## path summary, 6_finish.rpt
kind	end	depth (start not counted)	from	slack, ns
max in group asynchronous	sync_gen.vsync$_DFF_PP1_	3	rst	1.06
min reg2reg	sync_gen.vsync$_DFF_PP1_	1	sync_gen.vertical_counter.count[9]$_DFFE_PP0P_	0.54
max reg2reg	sync_gen.horizontal_counter.count[8]$_DFF_PP0_	5	sync_gen.horizontal_counter.count[0]$_DFF_PP0_	0.28
min	sync_gen.horizontal_counter.count[7]$_DFF_PP0_	3	rst	0.44
max	color_o[10]	3	color_in[10]	0.04
min in group clk0	sync_gen.vsync$_DFF_PP1_	1	sync_gen.vertical_counter.count[9]$_DFFE_PP0P_	0.54
## final cells by class
cell class,instances,area (sq um)
Tap cell,99,124
Clock buffer,3,41.3
Timing Repair Buffer,51,510
Inverter,8,30.0
Sequential cell,25,629
Multi-Input combinational cell,118,691
Fill cell,784,5260
Clock inverter,1,5.00
## layer usage
layer / wire length (um) / GRT usage (%)
met4: 47 / 0.967
met5: 0 / 0
met2: 1500 / 9.53
met3: 224 / 1.58
met1: 1790 / 8.11
Power figures rest on the tool's default switching activity, not on a simulated workload.
